## ./design.v

```verilog
module ALU(
    input i_clk,
    input i_reset_n,
    input [3:0] i_op,
    input [31:0] i_d1,
    input [31:0] i_d2,
    output [31:0] o_result
);
reg [31:0] r_result;
localparam [3:0] OP_PASSTHROUGH = 0;
localparam [3:0] OP_ADD = 1;
localparam [3:0] OP_SUB = 2;
always @(*)
begin
    case (i_op)
        OP_PASSTHROUGH: r_result = i_d1;
        OP_ADD: r_result = i_d1 + i_d2;
        OP_SUB: r_result = i_d1 - i_d2;
        default: r_result = 0;
    endcase
end
assign o_result = r_result;
endmodule
module CPU(
    input i_clk,
    input i_reset_n,
    output o_debug_stall,
    output [31:0] o_debug_ir,
    output [3:0] o_debug_decoder_rs1,
    output [3:0] o_debug_decoder_rs2,
    output [3:0] o_debug_decoder_rd,
    output o_debug_writeback_we,
    output [3:0] o_debug_writeback_ws,
    output [31:0] o_debug_writeback_wd,
    output [31:0] o_debug_registerfile_rd1,
    output [31:0] o_debug_registerfile_rd2,
    output [7:0] o_debug_execute_opcode,
    output [3:0] o_debug_alu_op,
    output [31:0] o_debug_alu_a,
    output [31:0] o_debug_alu_b,
    output [31:0] o_debug_alu_y,
    output [7:0] o_debug_memory_opcode,
    output [7:0] o_debug_writeback_opcode,
    output [15:0] o_pc,
    input [31:0] i_instruction,
    output [15:0] o_address,
    output o_rw,
    output [31:0] o_data,
    input [31:0] i_data
);
localparam RW_READ = 0;
localparam RW_WRITE = 1;
localparam [7:0]  
                 LW = 1,
                 SW = 2,
                 ADD = 3,
                 SUB = 4;
wire w_stall;
reg [7:0] r_execute_opcode;
reg [3:0] r_execute_ws;
reg r_execute_we;
reg [31:0] r_execute_rd1;
reg [31:0] r_execute_rd2;
reg [31:0] r_execute_write_data;
reg [7:0] r_memory_opcode;
reg [3:0] r_memory_ws;
reg r_memory_we;
reg [31:0] r_memory_alu_y;
reg [31:0] r_memory_write_data;
reg [7:0] r_writeback_opcode;
reg [3:0] r_writeback_ws;
reg r_writeback_we;
reg [31:0] r_writeback_alu_y;
reg [31:0] r_writeback_data;
reg [15:0] r_pc;             
reg [31:0] r_ir;             
always @(posedge i_clk or negedge i_reset_n)
begin
    if (!i_reset_n)
        r_pc <= 0;
    else if (!w_stall) begin
        r_pc <= r_pc + 4;
        r_ir <= i_instruction;
    end
end
assign o_pc = r_pc;
wire [7:0] w_decoder_opcode;
wire w_decoder_re1;
wire [3:0] w_decoder_rs1;
wire w_decoder_re2;
wire [3:0] w_decoder_rs2;
wire [3:0] w_decoder_ws;
wire w_decoder_we;
wire w_decoder_ie;
wire [15:0] w_decoder_id;
reg w_registerfile_we;              
reg [3:0] w_registerfile_ws;        
reg [31:0] w_registerfile_wd;       
wire [31:0] w_registerfile_rd1;
wire [31:0] w_registerfile_rd2;
Decoder decoder(
    .i_clk(i_clk),
    .i_reset_n(i_reset_n),
    .i_ir(r_ir),
    .o_opcode(w_decoder_opcode),
    .o_re1(w_decoder_re1),
    .o_rs1(w_decoder_rs1),
    .o_re2(w_decoder_re2),
    .o_rs2(w_decoder_rs2),
    .o_ws(w_decoder_ws),
    .o_we(w_decoder_we),
    .o_ie(w_decoder_ie),
    .o_id(w_decoder_id)
);
RegisterFile registerFile(
    .i_clk(i_clk),
    .i_reset_n(i_reset_n),
    .i_we(w_registerfile_we),
    .i_ws(w_registerfile_ws),
    .i_wd(w_registerfile_wd),
    .i_rs1(w_decoder_rs1),
    .i_rs2(w_decoder_rs2),
    .o_rd1(w_registerfile_rd1),
    .o_rd2(w_registerfile_rd2)
);
StallControl stallControl(
    .i_clk(i_clk),
    .i_reset_n(i_reset_n),
    .i_decoder_re1(w_decoder_re1),
    .i_decoder_rs1(w_decoder_rs1),
    .i_decoder_re2(w_decoder_re2),
    .i_decoder_rs2(w_decoder_rs2),
    .i_execute_ws(r_execute_ws),
    .i_execute_opcode(r_execute_opcode),
    .o_stall(w_stall)
);
reg [31:0] r_muxed_decoder_rd1;
reg [31:0] r_muxed_decoder_rd2;
DecoderReadRegisterMux decoderReadRegisterMuxRD1(
    .i_rs(w_decoder_rs1),
    .i_rd(w_registerfile_rd1),
    .i_memory_opcode(r_memory_opcode),
    .i_memory_ws(r_memory_ws),
    .i_memory_data(i_data),
    .i_execute_opcode(r_execute_opcode),
    .i_execute_ws(r_execute_ws),
    .i_execute_data(w_alu_y),
    .o_rd(r_muxed_decoder_rd1)
);
DecoderReadRegisterMux decoderReadRegisterMuxRD2(
    .i_rs(w_decoder_rs2),
    .i_rd(w_registerfile_rd2),
    .i_memory_opcode(r_memory_opcode),
    .i_memory_ws(r_memory_ws),
    .i_memory_data(i_data),
    .i_execute_opcode(r_execute_opcode),
    .i_execute_ws(r_execute_ws),
    .i_execute_data(w_alu_y),
    .o_rd(r_muxed_decoder_rd2)
);
always @(posedge i_clk)
begin
    if (!w_stall) 
    begin
        r_execute_opcode <= w_decoder_opcode;
        r_execute_ws <= w_decoder_ws;
        r_execute_we <= w_decoder_we;
        r_execute_rd1 <= r_muxed_decoder_rd1;
        if (w_decoder_ie)
            r_execute_rd2 <= { 16'b0, w_decoder_id };
        else
            r_execute_rd2 <= r_muxed_decoder_rd2;
        r_execute_write_data <= r_muxed_decoder_rd2;
    end
    else
    begin
        r_execute_opcode <= 0;
        r_execute_ws <= 0;
        r_execute_we <= 0;
        r_execute_rd1 <= 0;
        r_execute_rd2 <= 0;
        r_execute_write_data <= 0;
    end
end
reg [3:0] r_alu_op;
reg [31:0] r_alu_a;
reg [31:0] r_alu_b;
wire [31:0] w_alu_y;
ALU alu(
    .i_clk(i_clk),
    .i_reset_n(i_reset_n),
    .i_op(r_alu_op),
    .i_d1(r_alu_a),
    .i_d2(r_alu_b),
    .o_result(w_alu_y)
);
localparam [3:0] OP_PASSTHROUGH = 0;
localparam [3:0] OP_ADD = 1;
localparam [3:0] OP_SUB = 2;
always @(*)
begin
    case (r_execute_opcode)
        ADD, LW, SW: r_alu_op = OP_ADD;
        SUB: r_alu_op = OP_SUB;
        default: r_alu_op = OP_PASSTHROUGH;
    endcase
    r_alu_a = r_execute_rd1;
    r_alu_b = r_execute_rd2;
end
always @(posedge i_clk)
begin
    r_memory_opcode <= r_execute_opcode;
    r_memory_ws <= r_execute_ws;
    r_memory_we <= r_execute_we;
    r_memory_write_data <= r_execute_write_data;
    r_memory_alu_y <= w_alu_y;
end
reg r_rw;
reg [31:0] r_data;
reg [15:0] r_address;
always @(*)
begin
    case (r_memory_opcode)
        SW: begin
            r_rw = RW_WRITE;
            r_data = r_memory_write_data;
        end
        default: begin
            r_rw = RW_READ;
            r_data = 0;
        end
    endcase
    r_address = r_memory_alu_y[15:0];
end
always @(posedge i_clk)
begin
    r_writeback_opcode <= r_memory_opcode;
    r_writeback_ws <= r_memory_ws;
    r_writeback_we <= r_memory_we;
    r_writeback_alu_y <= r_memory_alu_y;
    r_writeback_data <= i_data;
end
always @(*)
begin
    w_registerfile_we = r_writeback_we;
    w_registerfile_ws = r_writeback_ws;
    case (r_writeback_opcode)
        ADD, SUB: w_registerfile_wd = r_writeback_alu_y;
        LW: w_registerfile_wd = r_writeback_data;
        default: w_registerfile_wd = 0;
    endcase
end
assign o_address = r_address;
assign o_data = r_data;
assign o_rw = r_rw;
assign o_debug_stall = w_stall;
assign o_debug_ir = r_ir;
assign o_debug_decoder_rs1 = w_decoder_rs1;
assign o_debug_decoder_rs2 = w_decoder_rs2;
assign o_debug_decoder_rd = w_decoder_ws;
assign o_debug_writeback_we = w_registerfile_we;
assign o_debug_writeback_ws = w_registerfile_ws;
assign o_debug_writeback_wd = w_registerfile_wd;
assign o_debug_registerfile_rd1 = w_registerfile_rd1;
assign o_debug_registerfile_rd2 = w_registerfile_rd2;
assign o_debug_execute_opcode = r_execute_opcode;
assign o_debug_alu_op = r_alu_op;
assign o_debug_alu_a = r_alu_a;
assign o_debug_alu_b = r_alu_b;
assign o_debug_alu_y = w_alu_y;
assign o_debug_memory_opcode = r_memory_opcode;
assign o_debug_writeback_opcode = r_writeback_opcode;
endmodule
module Decoder(
    input i_clk,
    input i_reset_n,
    input [31:0] i_ir,                   
    output [7:0] o_opcode,               
    output o_re1,                        
    output [3:0] o_rs1,                  
    output o_re2,                        
    output [3:0] o_rs2,                  
    output [3:0] o_ws,                   
    output o_we,                         
    output o_ie,                         
    output [15:0] o_id                   
);
localparam [7:0]  
                 LW = 1,
                 SW = 2,
                 ADD = 3,
                 SUB = 4;
reg [7:0] r_opcode;
reg r_re1;
reg [3:0] r_rs1;
reg r_re2;
reg [3:0] r_rs2;
reg [3:0] r_ws;
reg r_we;
reg r_ie;
reg [15:0] r_id;
always @(*)
begin
    r_re1 = 0;
    r_rs1 = 0;
    r_re2 = 0;
    r_rs2 = 0;
    r_ws = 0;
    r_we = 0;
    r_id = 0;
    r_ie = 0;
    r_opcode = i_ir[31:24];
    case (r_opcode)
        LW: begin
            r_ws = i_ir[23:20];
            r_ie = 1;
            r_id = i_ir[19:4];
            r_re1 = 1;
            r_rs1 = i_ir[3:0];
        end
        SW: begin
            r_ie = 1;
            r_id = i_ir[23:8];
            r_re1 = 1;
            r_rs1 = i_ir[7:4];
            r_re2 = 1;
            r_rs2 = i_ir[3:0];
        end
        ADD, SUB: begin
            r_re1 = 1;
            r_rs1 = i_ir[7:4];
            r_re2 = 1;
            r_rs2 = i_ir[3:0];
            r_ws = i_ir[23:20];
        end
        default: begin
        end
    endcase
    case (r_opcode)
        ADD, SUB, LW: r_we = 1;
        default: begin
        end
    endcase
end
assign o_opcode = r_opcode;
assign o_re1 = r_re1;
assign o_rs1 = r_rs1;
assign o_re2 = r_re2;
assign o_rs2 = r_rs2;
assign o_ws = r_ws;
assign o_we = r_we;
assign o_ie = r_ie;
assign o_id = r_id;
endmodule
module DecoderReadRegisterMux(
    input [3:0] i_rs,
    input [31:0] i_rd,
    input [7:0] i_memory_opcode,
    input [3:0] i_memory_ws,
    input [31:0] i_memory_data,
    input [7:0] i_execute_opcode,
    input [3:0] i_execute_ws,
    input [31:0] i_execute_data,
    output [31:0] o_rd
);
localparam [7:0]  
                 LW = 1,
                ADD = 3,
                SUB = 4;
reg [31:0] r_rd;
always @(*)
begin
    r_rd = i_rd;
    if ((i_memory_opcode == LW) && (i_rs == i_memory_ws))
        r_rd = i_memory_data;
    else begin
        case (i_execute_opcode)
        ADD, SUB: begin
        if (i_rs == i_execute_ws)
            r_rd = i_execute_data;
        end
        default: begin
        end
        endcase
    end
end
assign o_rd = r_rd;
endmodule
module RegisterFile(
    input i_clk,
    input i_reset_n,
    input i_we,                      
    input [3:0] i_ws,                
    input [31:0] i_wd,               
    input [3:0] i_rs1,               
    input [3:0] i_rs2,               
    output [31:0] o_rd1,             
    output [31:0] o_rd2              
);
reg [31:0] r_registers [15:0];
reg [31:0] r_rd1;
reg [31:0] r_rd2;
always @(*)
begin
    r_rd1 = r_registers[i_rs1];
    r_rd2 = r_registers[i_rs2]; 
    if (i_we)
    begin
        if (i_ws == i_rs1)
            r_rd1 = i_wd;
        if (i_ws == i_rs2)
            r_rd2 = i_wd;
    end
end
integer i;
always @(posedge i_clk or negedge i_reset_n)
begin
    if (!i_reset_n)
    begin
        begin
            for (i=0; i<16; i=i+1)
                r_registers[i] <= 0;
        end
    end
    else if (i_we)
    begin
        r_registers[i_ws] <= i_wd;
    end
end
assign o_rd1 = r_rd1;
assign o_rd2 = r_rd2;
endmodule
module StallControl(
    input i_clk,
    input i_reset_n,
    input i_decoder_re1,             
    input [3:0] i_decoder_rs1,       
    input i_decoder_re2,             
    input [3:0] i_decoder_rs2,       
    input [3:0] i_execute_ws,        
    input [7:0] i_execute_opcode,
    output o_stall
);
localparam [7:0]  
                 LW = 1;
reg r_stall;
always @(*)
begin
    r_stall = (
                (i_decoder_rs1 == i_execute_ws)
                && (i_execute_opcode == LW)
                && i_decoder_re1
              ) || 
              (
                (i_decoder_rs2 == i_execute_ws)
                && (i_execute_opcode == LW)
                && i_decoder_re2
              );
end
assign o_stall = r_stall;
endmodule
```

## ./constraint.sdc

```tcl
current_design CPU

set clk_period 26.2
set clk_io_pct 0.2

create_clock -name clk0 -period $clk_period [get_ports {i_clk}]

set non_clock_inputs [all_inputs -no_clocks]
set_input_delay [expr $clk_period * $clk_io_pct] -clock clk0 $non_clock_inputs
set_output_delay [expr $clk_period * $clk_io_pct] -clock clk0 [all_outputs]
```

## ./config.mk

```make
export PLATFORM = sky130hd
export DESIGN_NAME = CPU
export DESIGN_NICKNAME = CPU
export VERILOG_FILES = /design/flow/design.v
export SDC_FILE = /design/flow/constraint.sdc
export NUM_CORES = 4
export LEC_CHECK = 1
export CORE_UTILIZATION = 50
```

## ./run.sh

```bash
#!/bin/bash
# OpenROAD 26Q1-2900-gdf79404cd8, Yosys 0.63+post, stock flow scripts
make -C /OpenROAD-flow-scripts/flow DESIGN_CONFIG=/design/flow/config.mk WORK_HOME=/design/flow/orfs finish
```

==> flow_metrics.env <==
# implementation run metrics
export IMPL_finalSetupViolCount=0
export IMPL_edf_count=32
export IMPL_area_growth_pct=21.9
export IMPL_worst_setup_path_end_kind="output port"
export IMPL_yosysTopAreaCell="sky130_fd_sc_hd__dfrtp_1"
export IMPL_cts_hold_fix_buffers=0
export IMPL_routed_wire_length_per_instance_um=33.4
export IMPL_largest_type_area_fraction_pct=33.6
export IMPL_route_detailed_drc=0
export IMPL_tool_warnings=29
export IMPL_post_cts_resized=0
export IMPL_fin_crit_ns=11.25
export IMPL_timing_final_max_slew_violations=0
export IMPL_cell_with_the_biggest_individual_delay_on_the_critical_path="sky130_fd_sc_hd__o21ai_0"
export IMPL_power_leakage_nw=20.1
export IMPL_timing_setup_tns_ns=0
export IMPL_firstDrtPassIters=8
export IMPL_cts_sink_count=821
export IMPL_std_cell_rows=102
export IMPL_synth_seq_share_pct=49.6
export IMPL_synth_yosys_chip_area_mm2=0.0391
export IMPL_h_tree_levels=3
export IMPL_yosysWarnings=7
export IMPL_final_hold_worst_slack_ns=0.314
export IMPL_rsz_0062_raised_after_global_routing="no"
export IMPL_type_of_the_most_critical_hold_path="reg -> reg"
export IMPL_post_drt_via_cell_ratio=6.74
export IMPL_cts_tree="yes"
export IMPL_worst_endpoint_arrival_ns=6.01
export IMPL_detailedPlacementHpwl_um=130000
export IMPL_gr_usage_all_layers_pct=50.2
export IMPL_die_width_um=282
export IMPL_critical_path_class="reg -> out"
export IMPL_routabilityCongestion=1.10
export IMPL_io_buffers=396
export IMPL_cap_viol_max_count=0
export IMPL_synth_cells_yosys=4266
export IMPL_finalInstanceArea_mm2=0.0477
export IMPL_die_y_um=282
export IMPL_clock_fmax_mhz=88.9
export IMPL_worstPathBufferInverterCount=1
export IMPL_grt_pass1_vias=36200
export IMPL_fp_util_pct=50.5
export IMPL_run_status="finished, final reports clean"
export IMPL_grt_overflow_total=0
export IMPL_antenna_found_initial=4
export IMPL_clock_tree_buffer_depth=3
export IMPL_cts_repair_timing_setup_buffer_count=0
export IMPL_syn_area_per_cell_um2=9.17
export IMPL_dpl_cell_area_mm2=0.0445
export IMPL_grt_max_degree=69
export IMPL_ffs_w_async_s_r_synth_pct=64.1
export IMPL_crit_fanout=6
export IMPL_clock_latency_of_the_later_clocked_register_in_the_worst_skew_pair_ns=0.68
export IMPL_timing_final_hold_violations=0
export IMPL_clk_slew_on_worst_s_h_paths_ns=0.06
export IMPL_drive_gt1_share_pct=10.3
export IMPL_post_synth_inst_count=4266
export IMPL_max_slew_headroom_pct=18.7
export IMPL_power_per_cell_area_mw_per_mm2=60.7
export IMPL_postLayoutCoreUtil_pct=61.6
export IMPL_yosysUniqueCellTypes=110
export IMPL_area_of_the_mapped_netlist_mm2=0.0391
export IMPL_post_synth_most_frequent_cells="sky130_fd_sc_hd__dfrtp_1, sky130_fd_sc_hd__nor2_1, sky130_fd_sc_hd__a21oi_1"
export IMPL_cts_made_buffers=88
export IMPL_io_pin_count=401
export IMPL_detail_route_wirelength_um=191000
export IMPL_power_ir_vdd_worst_mv=0.0591
export IMPL_worst_ep_required_time_ns=20.96
export IMPL_synth_top_flop_cell="sky130_fd_sc_hd__dfrtp_1"
export IMPL_chip_area_mm2=0.0794
export IMPL_yosys_top_cells_area="sky130_fd_sc_hd__dfrtp_1, sky130_fd_sc_hd__dfxtp_1, sky130_fd_sc_hd__a22oi_1"
export IMPL_crit_family="AND-OR/OR-AND gates"
export IMPL_first_iter_violations=4375
export IMPL_post_route_period_util_pct=43.0
export IMPL_final_setup_skew_ns=0.0348
export IMPL_postRouteAntennaNets=0
export IMPL_synth_ff_latch_count=821
export IMPL_detailroute_via_count=38400
export IMPL_max_stage_delay_ns=0.93
export IMPL_critPathLaunchType="flip-flop"
export IMPL_clock_root_buffer="sky130_fd_sc_hd__clkbuf_16"
export IMPL_worstMarginPinSlew_ns=1.21
export IMPL_grt_first_pass_wirelength_um=266000
export IMPL_floorplan_core_area_mm2=0.0775
export IMPL_worstPathCellList="or4_1, nor4_1, and2_0, a21oi_1, xnor2_1, ha_1, a21oi_1, nand2_1, o21ai_0, nor2b_1, a31oi_1, xor2_1, o21ai_0, clkdlybuf4s50_1"
[sequential cells by signal (all words and copies together), names as in the netlist, 32 cells and up]
register / count
r_writeback_alu_y: 32
r_memory_alu_y: 32
r_execute_rd1: 32
registerFile.r_registers: 512
r_execute_rd2: 32
r_ir: 32
r_writeback_data: 32
r_execute_write_data: 32
r_memory_write_data: 32
[layout make-up]
cell class	count	area, um^2
Tap cell	1040	1300
Antenna cell	3	7.51
Multi-Input combinational cell	2998	18000
Fill cell	6588	29800
Timing Repair Buffer	601	5510
Clock inverter	32	488
Sequential cell	821	19400
Clock buffer	128	2670
Inverter	79	297
[cell families (layout without fill, tap and decap cells)]
| kind of cell | count (synthesis) | after routing | share of synthesized area, % |
|---|---|---|---|
| AND/OR/NAND/NOR | 1343 | 1343 | 16.2 |
| other | 1 | 7 | 0.00958 |
| AND-OR/OR-AND | 1494 | 1494 | 25.1 |
| XOR/XNOR | 81 | 81 | 1.81 |
| buffers and inverters | 450 | 840 | 5.01 |
| adder cells (fa/ha/maj) | 38 | 38 | 1.23 |
| multiplexers | 38 | 38 | 1.10 |
| flip-flops | 821 | 821 | 49.6 |
[layout by cell type, fill, tap and decap left out, drive strengths merged, types with 29 or more instances in the layout]
cell,synthesis,final
nor2,532,532
dfrtp,526,526
a21oi,449,449
clkdlybuf4s50,0,395
nand2,363,363
a22oi,318,318
o21ai,295,295
dfxtp,263,263
buf,131,206
clkbuf,240,128
nand3,85,85
inv,79,83
nor3,66,66
and2,65,65
xnor2,59,59
a22o,50,50
a221oi,49,49
and3,45,45
nand4,44,44
a211oi,42,42
ha,37,37
o22ai,36,36
edfxtp,32,32
a222oi,31,31
nor4,31,31
o211ai,29,29
[worst paths after layout]
check                               startpoint                              to  slack [ns]  cells past startpoint
min in group asynchronous            i_reset_n                        r_pc[10]        4.56                      1
max reg2reg                r_execute_opcode[3]               r_execute_rd2[13]       20.70                     19
max                          r_execute_rd2[10]               o_debug_alu_y[24]       14.95                     14
min reg2reg                 r_memory_alu_y[23]           r_writeback_alu_y[23]        0.31                      0
min                         r_memory_alu_y[23]           r_writeback_alu_y[23]        0.31                      0
max in group asynchronous            i_reset_n  registerFile.r_registers[6][7]       19.08                      4
[power by group]
| group | internal (mW) | total, mW | switching [mW] |
|---|---|---|---|
| sequential | 1.29 | 1.31 | 0.0201 |
| combinational | 0.0930 | 0.237 | 0.144 |
| clock | 0.807 | 1.35 | 0.545 |
[metal layers]
metal,vias up,global-route usage (%),wire (um)
met5,-,2.50,455
met4,12,27.1,14100
met3,837,27.0,30000
met2,2965,67.4,78100
met1,18400,66.4,67900
li1,16200,-,-
[metrics by stage]
stage	std cells	setup slack, ns	total power [mW]
after global placement	5539	15.74	1.56
after CTS	5699	14.99	2.90
after floorplan	4269	17.12	1.44
after global routing	5699	14.67	2.96
after detailed placement	5539	15.70	1.56
final	5702	14.95	2.90
Power and IR drop assume default switching activity.
